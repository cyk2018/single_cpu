File: ./constraint.sdc
current_design SixSevenSegs_Anvyl

set clk_period 7.3
set clk_io_pct 0.2

create_clock -name clk0 -period $clk_period [get_ports {Clock}]

set non_clock_inputs [all_inputs -no_clocks]
set_input_delay [expr $clk_period * $clk_io_pct] -clock clk0 $non_clock_inputs
set_output_delay [expr $clk_period * $clk_io_pct] -clock clk0 [all_outputs]
File: ./config.mk
export PLATFORM = sky130hd
export DESIGN_NAME = SixSevenSegs_Anvyl
export DESIGN_NICKNAME = SixSevenSegs_Anvyl
export VERILOG_FILES = /design/flow/design.v
export SDC_FILE = /design/flow/constraint.sdc
export NUM_CORES = 4
export LEC_CHECK = 1
export CORE_UTILIZATION = 40
File: ./run.sh
#!/bin/bash
# OpenROAD 26Q1-2900-gdf79404cd8, Yosys 0.63+post, stock flow scripts
make -C /OpenROAD-flow-scripts/flow DESIGN_CONFIG=/design/flow/config.mk WORK_HOME=/design/flow/orfs finish
File: ./design.v
`timescale 1ns / 1ps
module ClockDivider(
    input                                               Reset   ,
    input                                               Clock   , 
    output  reg                                         DividedClock    
    ); 
    parameter                                           COUNTER = 32'h5F5E100; 
    reg             [32:0]                              clock_count ;
    always @(posedge Clock or posedge Reset)
        if (Reset == 1'b1)
            clock_count <= {32{1'b0}};
        else 
        begin
            clock_count <= clock_count + 1;
            if ( clock_count == COUNTER )  
            begin
                DividedClock <= ~DividedClock;
                clock_count <= {32{1'b0}};
            end
        end
endmodule
`timescale 1ns / 1ps
module SevenSegs(
    input           [3:0]                               Digit   ,
    input                                               EnableSegs  , 
    output  reg     [6:0]                               Seg 
    );
    reg             [6:0]                               A_G ;
    always @ (Digit or EnableSegs ) begin
        if (EnableSegs) 
            case ( Digit )
            0: A_G = 7'b1111110;  
            1: A_G = 7'b0110000;  
            2: A_G = 7'b1101101;  
            3: A_G = 7'b1111001;  
            4: A_G = 7'b0110011;  
            5: A_G = 7'b1011011;  
            6: A_G = 7'b1011111;  
            7: A_G = 7'b1110000;  
            8: A_G = 7'b1111111;  
            9: A_G = 7'b1110011;  
            10: A_G = 7'b1110111;  
            11: A_G = 7'b0011111;  
            12: A_G = 7'b1001110;  
            13: A_G = 7'b0111101;  
            14: A_G = 7'b1001111;  
            15: A_G = 7'b1000111;  
            default: A_G = 7'bx;
            endcase
        else 
            A_G = 7'b0;
        Seg = {A_G[0],A_G[1],A_G[2],A_G[3],A_G[4],A_G[5],A_G[6]} ;
    end
endmodule
`timescale 1ns / 1ps
module SevenSegsController(
    input                                               Reset   , 
    input                                               Clock   ,
    input           [5:0]                               DisplayEnables  ,
    input           [23:0]                              Data    , 
    output          [7:0]                               SevenSegsAndPoint   , 
    output          [5:0]                               ShowOneofSix    
); 
    reg             [2:0]                               select_display  ; 
    wire            [3:0]                               four_digits ; 
    initial begin
        select_display = 3'b000;
    end
    always @(posedge Clock or posedge Reset)
        if (Reset == 1'b1)
        select_display <= 3'b000;
        else 
        begin
            if (select_display == 5 )
            select_display <= 3'b000;
            else
            select_display <= select_display + 1;
        end
    assign four_digits = (select_display[2:0] == 3'b000) ? Data[3:0] : 
    (select_display[2:0] == 3'b001) ? Data[7:4] : 
    (select_display[2:0] == 3'b010) ? Data[11:8] : 
    (select_display[2:0] == 3'b011) ? Data[15:12] : 
    (select_display[2:0] == 3'b100) ? Data[19:16] : 
     Data[23:20];
     assign ShowOneofSix = 
     (select_display[2:0] == 3'b000 & DisplayEnables[0] == 1'b1) ? 
    6'b000001 : 
     (select_display[2:0] == 3'b001 & DisplayEnables[1] == 1'b1) ? 
    6'b000010 : 
     (select_display[2:0] == 3'b010 & DisplayEnables[2] == 1'b1) ? 
    6'b000100 : 
     (select_display[2:0] == 3'b011 & DisplayEnables[3] == 1'b1) ? 
    6'b001000 : 
     (select_display[2:0] == 3'b100 & DisplayEnables[4] == 1'b1) ? 
    6'b010000 : 
     (select_display[2:0] == 3'b101 & DisplayEnables[5] == 1'b1) ? 
    6'b100000 : 
     6'b000000;
     SevenSegs M1_SevenSegs(.Digit(four_digits) , 
    .EnableSegs(DisplayEnables[select_display]) , .Seg(SevenSegsAndPoint[6:0])) ;
    assign SevenSegsAndPoint[7] = 1'b0;
endmodule
`timescale 1ns / 1ps
module SixSevenSegs_Anvyl(
    input                                               Clock   , 
    input           [5:0]                               Switch  ,
    output          [5:0]                               En  ,
    output          [7:0]                               Segs    
    );
    wire                                                divided_clock   ;
    wire            [23:0]                              data    ;
    assign data = 24'h543210 ;
    ClockDivider M1_ClockDivider(.Reset(1'b0), 
    .Clock(Clock), .DividedClock(divided_clock));
    SevenSegsController M2_SevenSegsController(
    .Reset(1'b0), .Clock(divided_clock), 
    .DisplayEnables(Switch), 
    .Data(data), .SevenSegsAndPoint(Segs), .ShowOneofSix(En));
endmodule
==> results_slide.txt <==
Synthesis and Place & Route Summary

Final layout
  • Logic area: 0.00131 mm^2
  • Layout area overhead: 12.6%
  • Filler Cells Inserted: 522
  • Core Util, Final: 47.6%
  • Share of layout cells above drive strength 1: 8.85%
  • Storage cell area: 751 um^2

Synth
  • # Cells Yosys: 245
  • Post-synthesis instance area: 0.00220 mm^2
  • Syn_area_per_cell: 8.98 um^2
  • YS chip area: 0.00220 mm^2
  • Most frequent cell after synthesis: dfxtp_1
  • Share of flip-flops with an asynchronous set or reset: 0%
  • Synth area leaders: dfxtp_1, ha_1, xor2_1
  • Cells after Synth: 245
  • EDFF count, synth: 1
  • Synth Flop Type: dfxtp_1
  • Synth area leader: dfxtp_1
  • Synth warn: 3
  • Unique cell types: 52
  • Synth cell count leaders: dfxtp_1, nand2_1, a21oi_1
  • Synthesized registers: 37
  • Synth Seq Share: 34.1%
  • Top-area cell type share of the netlist area: 32.8%

Worst setup path
  • Required @ worst endpoint: 5.84 ns
  • Critical path startpoint category: input port
  • Critical-path maximum fanout: 6
  • Critical path type: in -> out
  • Crit path DAT: 3.10 ns
  • Critical Path Sink Type: primary output

Die
  • DIE AREA: 0.00580 mm^2
  • Chip Height: 76.2 um
  • Num rows: 26
  • Die W: 76.2 um
  • Core area: 0.00520 mm^2
  • Pre-Place Util: 42.3%
  • I/O pin count: 21

Global route
  • Initial antenna violation count: 0
  • GRT Total Usage: 15.7%
  • Met3 Use GR: 2.43%
  • Grt total ovfl: 0
  • Number of global-route vias before repair: 1633
  • GR Util met1: 21.6%
  • Largest net degree at the start of global routing: 19
  • Busiest grt layer: met2
  • M2 GR Usage: 27.3%
  • First-pass GRT wire length: 7420 um

Power
  • Leak: 1.01 nW
  • Pwr Density: 136 mW/mm^2
  • Maximum vdd ir drop: 0.104 mV

Final timing
  • Final setup fails: 0
  • Peak Freq: 219 MHz
  • Post-layout period usage: 62.5%
  • Number of unconstrained endpoints: 3
  • Hold Vio Cnt, Final: 0
  • Final WS setup: 2.74 ns
  • Max-slew violations: 0
  • Period minus WS final: 4.56 ns
  • Worst-Margin Slew: 0.778 ns
  • Register pins left without a clock: 3
  • Setup TNS: 0 ns
  • Slew headroom: 47.7%
  • Clk_skew: 0.00500 ns
  • RSZ-0062 raised after global routing: false

Clock tree
  • TritonCTS buffer count: 5
  • Hold_buf cts: 0
  • Worst skew pair latency: 0.28 ns
  • CTS clk-pin slew, worst paths: 0.07 ns
  • CTS tree: yes
  • Resized Gates After CTS: 0
  • Postcts setup bufs: 0
  • CTS H-Tree Depth: 2
  • Clock buffer depth: 2
  • Root Driver: clkbuf_8

Detailed routing
  • DR vias/cell: 5.27
  • Final WL: 4280 um
  • DR pass1 iterations: 4
  • Post-DRT Antenna Nets: 0
  • Iteration-0 DRC Markers: 96
  • Antenna diodes: 0
  • Via count of the routed design: 1740
  • WL/cell: 13.0 um
  • DRC viols: 0

Job
  • Maxcap violations: 0
  • Warning total across the stage logs: 32

Place
  • IO buf count: 19
  • Post-Place Setup Slack: 2.73 ns
  • Post-DP HPWL: 3090 um
  • Placer Congestion: 0.838

Hold path
  • Hold WC Path Type: reg -> reg

Outcome
  • Status: finished clean
[path summary, 6_finish.rpt]
path / cells past startpoint / start / end / slack [ns]
worst max-delay path: 5 / Switch[1] / Segs[4] / 2.74
worst min-delay path: 1 / M1_ClockDivider.clock_count[32] / M1_ClockDivider.clock_count[32] / 0.46
worst max register to register: 6 / M1_ClockDivider.clock_count[0] / M1_ClockDivider.clock_count[13] / 5.06
worst min register to register: 1 / M1_ClockDivider.clock_count[32] / M1_ClockDivider.clock_count[32] / 0.46
[where the power goes]
part	switching, W	total [W]	internal, W
clock	0.0000655	0.000141	0.0000760
combinational	0.00000229	0.00000920	0.00000691
sequential	0	0.000186	0.000186
total	0.0000678	0.000337	0.000269
[sequential cells by signal, summed over array words and instances, names as in the netlist]
| signal | flops |
|---|---|
| M1_ClockDivider.DividedClock | 1 |
| M1_ClockDivider.clock_count | 33 |
| M2_SevenSegsController.select_display | 3 |
[area by class of cell]
type                    count  area share [%]
clock inverters             1           0.202
well taps                  70            3.54
multi-input cells         184            53.0
flip-flops and latches     37            30.3
inverters                  12            1.82
clock buffers               7            3.48
repair buffers             19            7.68
[routing by layer]
| metal | vias to the layer above | part of all wire, % |
|---|---|---|
| met1 | 793 | 49 |
| met4 | 0 | 0.75 |
| met3 | 5 | 3.4 |
| met5 | - | 0 |
| li1 | 916 | - |
| met2 | 26 | 47 |
[critical path, stage by stage]
cell,delay [ns]
clkdlybuf4s50_1,0.44
mux2_2,0.27
a31oi_1,0.42
nor2_1,0.10
clkdlybuf4s50_1,0.41
[metrics by stage]
stage               std cells  total power, W  area (um^2)  hold WS [ns]
floorplan                 245        0.000192         2200         0.432
global placement          322        0.000200         2390         0.448
detailed placement        322        0.000200         2390         0.446
CTS                       330        0.000342         2480         0.459
global route              330        0.000352         2480         0.486
finish                    330        0.000337         2480         0.458
[placed cells by master, fill, tap and decap left out, types with 4 or more instances in the layout]
cell type,instances
a21oi_1,14
and3_1,6
clkbuf_8,6
clkdlybuf4s50_1,19
dfxtp_1,36
ha_1,11
inv_1,12
nand2_1,20
nand2b_1,4
nand3_1,13
nand4_1,8
nor2_1,13
nor3_1,8
nor4_1,4
nor4_2,4
o21ai_0,5
o31ai_1,6
or4_1,7
xnor2_1,8
xor2_1,12
[kinds of logic after synthesis]
family | count (synthesis) | share of synthesized area, %
buffers and inverters | 24 | 6.20
multiplexers | 3 | 1.42
flip-flops | 37 | 34.1
adder cells (fa/ha/maj) | 11 | 6.26
other | 1 | 0.170
AND-OR/OR-AND | 38 | 11.1
XOR/XNOR | 20 | 7.96
AND/OR/NAND/NOR | 111 | 32.8
Power figures rest on the tool's default switching activity, not on a simulated workload.
