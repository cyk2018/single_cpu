===== ./config.mk =====
export PLATFORM = sky130hd
export DESIGN_NAME = OneSevenSegs_Anvyl
export DESIGN_NICKNAME = OneSevenSegs_Anvyl
export VERILOG_FILES = /design/flow/design.v
export SDC_FILE = /design/flow/constraint.sdc
export NUM_CORES = 4
export LEC_CHECK = 1
export CORE_AREA = 10 10 70 70
export DIE_AREA = 0 0 80 80

===== ./constraint.sdc =====
current_design OneSevenSegs_Anvyl

set clk_period 1.1
set clk_io_pct 0.2

create_clock -name clk0 -period $clk_period

set non_clock_inputs [all_inputs -no_clocks]
set_input_delay [expr $clk_period * $clk_io_pct] -clock clk0 $non_clock_inputs
set_output_delay [expr $clk_period * $clk_io_pct] -clock clk0 [all_outputs]

===== ./design.v =====
`timescale 1ns / 1ps
module OneSevenSegs_Anvyl(
    input           [3:0]                               Switch  ,
    input                                               Btn0    ,
    output          [6:0]                               Segs    ,
    output                                              En
    );
 assign En = ~Btn0 ;  
 SevenSegs M1_SevenSegs( .Digit(Switch) , 
.EnableSegs(En) , .Seg(Segs) );
endmodule
`timescale 1ns / 1ps
module SevenSegs(
    input           [3:0]                               Digit   ,
    input                                               EnableSegs  , 
    output  reg     [6:0]                               Seg 
    );
    reg             [6:0]                               A_G ;
    always @ (Digit or EnableSegs ) begin
        if (EnableSegs) 
            case ( Digit )
            0: A_G = 7'b1111110;  
            1: A_G = 7'b0110000;  
            2: A_G = 7'b1101101;  
            3: A_G = 7'b1111001;  
            4: A_G = 7'b0110011;  
            5: A_G = 7'b1011011;  
            6: A_G = 7'b1011111;  
            7: A_G = 7'b1110000;  
            8: A_G = 7'b1111111;  
            9: A_G = 7'b1110011;  
            10: A_G = 7'b1110111;  
            11: A_G = 7'b0011111;  
            12: A_G = 7'b1001110;  
            13: A_G = 7'b0111101;  
            14: A_G = 7'b1001111;  
            15: A_G = 7'b1000111;  
            default: A_G = 7'bx;
            endcase
        else 
            A_G = 7'b0;
        Seg = {A_G[0],A_G[1],A_G[2],A_G[3],A_G[4],A_G[5],A_G[6]} ;
    end
endmodule

===== ./run.sh =====
#!/bin/bash
# OpenROAD 26Q1-2900-gdf79404cd8, Yosys 0.63+post, stock flow scripts
make -C /OpenROAD-flow-scripts/flow DESIGN_CONFIG=/design/flow/config.mk WORK_HOME=/design/flow/orfs finish

==> results.txt <==
Update from the flow run.

The area growth from synthesis to final layout is 155%. The routed via count divided by cell count is 3.29. The routed metal-1 wire length is 535 µm.

According to the floorplan report, the die width is 80 µm. The power share of the sequential group is 0. Detailed routing inserted a total of 352 vias.

The initial antenna violation count is 0. The finished layout holds between 100 and 150 standard cells, fillers aside. The final reports fail on negative setup slack. Summed over all layers, the global routing overflow is 0. Based on the critical path, the design can be clocked at up to between 0.7 and 0.8 GHz.

The power report lists cell-internal power as 129 µW. The placeable core area is 3420 µm². Summing every instance area after synthesis gives 259 µm².

The worst slack on hold paths is 0.745 ns. The end-of-flow timing check tallies setup violations at 7. Routability-driven placement finished with a final weighted congestion of 0.777. The initial standard-cell utilization of the core is 0.0758. The worst slew slack as a fraction of its limit is 0.811. The number of standard cells reported by yosys is 38. The stage-log warning count is 38. The mean cell area of the mapped netlist is 6.82 µm². The wire length on met2 is roughly 600 µm. The area of the synthesized netlist per yosys stat is 259 µm². The final wirelength is 1160 µm. The filler cells instantiated in the layout total 382. In this run the static leakage power is 0.000281 µW. The worst-path cell with the longest stage delay is sky130_fd_sc_hd__and2b_2. The net switching power figure is 107 µW. The final worst-path setup slack is -0.275 ns.

The number of detailed-route iterations in the first pass is 3. The layout summary lists the proportion of cells stronger than drive strength 1 as 0.820. The worst setup path is launched from an input port.

Entering global routing, the biggest net connects 8 pins. The worst min-delay path class is in2out. STA on the placed design reports a worst setup slack of -1.18 ns. The worst supply voltage drop on vdd is a little under 0.07 mV. The type of element capturing the critical path is an output pin. Detailed routing placed a total of 22 µm of wire on met3. The top layer used by detailed routing is met3. The number of global-route vias before repair is 365.

For the worst min-delay path, the startpoint reported by OpenROAD is Btn0. The post-place instance area is a little over 500 µm². The count of antenna-violating nets left after detailed routing is 0. The critical path class is in2out. The share of power burned in the clock network is 0. The switching part of the total is 0.453. The power per cell area is 359 nW/µm². Note, the detailed placer reported a final HPWL of 819 µm. The chip area is 6400 µm². The DRC marker count from the first detailed-route iteration is 24. The number of hold violations in the final report is 0. The combinational gate area is roughly 360 µm².

The power report attributes to the combinational group a share of 1.000. Subtracting the final worst setup slack from the clock period gives 1.38 ns. The count of maximum capacitance violations is 0.

The OpenROAD report gives the critical path a required time of a little under 0.9 ns. The signal on the critical path passes through buf_8 -> inv_8 -> ha_4 -> and2b_2 -> nor2_1 -> a211oi_2 -> buf_2. The end-of-flow core utilization is 0.193.

The report gives the cell count of the worst hold path as 3. The synthesized instance count is 38. The floorplan report gives the top-level pin count as 13. The hold buffer count at cts is 0. The number of inserted diodes is 0.

Once placement completed, the tool counted placed cells totaling 106. In the final layout, flip-flops and latches occupy 0 µm². The flow ran to the end, but the final reports show violations. The unique cell type count in the Yosys netlist is 18. The arrival time at the worst endpoint is 1.16 ns. The final max-slew violation count is 0. After detailed routing, the average wire length per cell comes to 10.8 µm. Port buffering added 13 buffers. Of the synthesized area, sequential elements account for 0. The number of rows created at floorplan is 21. After routing the design area is 659 µm². The count of clock buffers in the final design is 0.

Across every metal layer, demand over resource in global routing totals 0.0321. Setup repair after global routing could not meet its margin everywhere. Of the available clock period, the critical path in the final layout requires 1.25. The largest single stage delay on the critical path is 0.23 ns. According to the floorplan report, the die height is 80 µm. The first global-routing pass estimated 1740 µm of wire. The pin closest to its max-slew limit shows a slew of 0.282 ns. The total number of sequential cells is 0.

Counting the warning lines in the Yosys log gives 1. The endpoint of the worst hold-timing path is Segs[5]. The report shows a maximum critical-path fanout of 4. TritonRoute reported its final design rule violation total as 0.
==> area by class of cell <==
cell class / instances / share of cell area
multi-input cells: 31 / 0.550
repair buffers: 25 / 0.311
well taps: 46 / 0.0873
inverters: 5 / 0.0512
==> cells in the final DEF (no fill, tap or decap) <==
master and count:
sky130_fd_sc_hd__nor2_4 1, sky130_fd_sc_hd__a211oi_1 2, sky130_fd_sc_hd__nand2_4 1, sky130_fd_sc_hd__ha_4 5, sky130_fd_sc_hd__inv_2 3, sky130_fd_sc_hd__dlygate4sd2_1 1, sky130_fd_sc_hd__nand2_2 2, sky130_fd_sc_hd__nor2_1 2
sky130_fd_sc_hd__nand2b_4 1, sky130_fd_sc_hd__nor3_1 1, sky130_fd_sc_hd__mux2i_1 2, sky130_fd_sc_hd__a221oi_2 2, sky130_fd_sc_hd__buf_8 1, sky130_fd_sc_hd__inv_8 2, sky130_fd_sc_hd__buf_2 9, sky130_fd_sc_hd__a21boi_2 1
sky130_fd_sc_hd__nand2_1 1, sky130_fd_sc_hd__buf_4 8, sky130_fd_sc_hd__a21oi_1 1, sky130_fd_sc_hd__nand3_1 1, sky130_fd_sc_hd__and2b_2 1, sky130_fd_sc_hd__buf_12 1, sky130_fd_sc_hd__a211oi_2 2, sky130_fd_sc_hd__buf_6 5
sky130_fd_sc_hd__nor2_2 2, sky130_fd_sc_hd__nor3_2 1, sky130_fd_sc_hd__nor2b_4 1, sky130_fd_sc_hd__o32ai_2 1
==> power by group through the flow <==
stage     Clock (µW)  Combinational (µW)  Sequential, µW
6_report           0                 236               0
5_1_grt            0                 256               0
4_1_cts            0                 221               0
==> metal layers <==
layer,vias up,global-route usage
met5,-,0
met4,0,0
met3,0,0.00341
met2,4,0.0602
met1,168,0.0402
li1,180,-
==> cells in the mapped netlist (all sizes together) <==
master,n,area share
ha,5,0.24
inv,5,0.072
nor2,5,0.082
a211oi,4,0.12
nand2,4,0.058
a221oi,2,0.068
buf,2,0.063
mux2i,2,0.077
nor3,2,0.039
a21boi,1,0.029
a21oi,1,0.019
and2b,1,0.034
nand2b,1,0.024
nand3,1,0.019
nor2b,1,0.024
o32ai,1,0.034
==> per-stage QoR <==
stage | total power [µW] | setup TNS (ns)
floorplan | 65.2 | 0
finish | 236 | -1.38
CTS | 221 | -1.33
global route | 256 | -1.72
global placement | 178 | -8.30
detailed placement | 178 | -8.32
==> how the worst max path moves through the flow <==
| stage | start | end | cells after the start |
|---|---|---|---|
| CTS | Switch[1] | Segs[6] | 8 |
| global route | Switch[1] | Segs[0] | 7 |
| finish | Switch[1] | Segs[0] | 7 |
==> what timing repair did <==
action | CTS | global route
endpoints found under the setup margin | 8 | 7
pin swaps | 11 | 6
setup buffers | 0 | 1
resized | 88 | 6
==> critical path: cells and delay by family <==
kind / cells / cell delay, ns
AOI/OAI and AO/OA: 1 / 0.09
buffers and inverters: 3 / 0.30
and+or+nand+nor: 2 / 0.40
adders and majority gates: 1 / 0.15
==> cells by family (layout without fill, tap and decap cells) <==
group | Yosys count | in the layout | synth area share
and+or+nand+nor | 15 | 15 | 0.280
AOI/OAI and AO/OA | 9 | 9 | 0.266
buffers and inverters | 7 | 30 | 0.135
adders and majority gates | 5 | 5 | 0.242
muxes | 2 | 2 | 0.0773
Power figures rest on the tool's default switching activity, not on a simulated workload.
